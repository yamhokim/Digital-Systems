### /design/flow/run.sh
#!/bin/bash
# OpenROAD 26Q1-2900-gdf79404cd8, Yosys 0.63+post, stock flow scripts
make -C /OpenROAD-flow-scripts/flow DESIGN_CONFIG=/design/flow/config.mk WORK_HOME=/design/flow/orfs finish
### /design/flow/config.mk
export PLATFORM = sky130hd
export DESIGN_NAME = tester
export DESIGN_NICKNAME = tester
export VERILOG_FILES = /design/flow/design.v
export SDC_FILE = /design/flow/constraint.sdc
export NUM_CORES = 4
export LEC_CHECK = 1
export CORE_AREA = 10 10 70 70
export DIE_AREA = 0 0 80 80
### /design/flow/constraint.sdc
current_design tester

set clk_period 3.8
set clk_io_pct 0.2

create_clock -name clk0 -period $clk_period

set non_clock_inputs [all_inputs -no_clocks]
set_input_delay [expr $clk_period * $clk_io_pct] -clock clk0 $non_clock_inputs
set_output_delay [expr $clk_period * $clk_io_pct] -clock clk0 [all_outputs]
### /design/flow/design.v
module FA(a,b,c_in,s, c_out);
	input logic a,b,c_in;
	output logic s,c_out;
	assign s = a^b^c_in;
	assign c_out = (a&b) | (a&c_in) | (b&c_in);
endmodule
module part1(a,b,c_in,s,c_out);
	input logic [3:0] a;
	input logic [3:0] b;
	input logic c_in;
	output logic [3:0] s;
	output logic [3:0] c_out;
	logic c1, c2, c3, c4;
	FA U0(a[0],b[0],c_in,s[0],c1);
	FA U1(a[1],b[1],c1,s[1],c2);
	FA U2(a[2],b[2],c2,s[2],c3);
	FA U3(a[3],b[3],c3,s[3],c4);
	assign c_out[0] = c1;
	assign c_out[1] = c2;
	assign c_out[2] = c3;
	assign c_out[3] = c4;
endmodule
module tester(LEDR, SW);
    input logic [9:0] SW;
    output logic [9:0] LEDR;
    part1 u0(
	.a(SW[3:0]),
	.b(SW[7:4]),
	.c_in(SW[8]),
	.s(LEDR[3:0]),
	.c_out(LEDR[7:4])
        );
endmodule
==> summary.txt <==
run metrics: Worst path max stage delay 0.45 ns, Slew Limit Fails 0, # clk buffers 0, first-pass GRT wire length 724 um, RSZ-0062 raised after global routing no, global route overflow 0, yosys synthesis chip area 196.4 um2, # Cells Yosys 25, post-place instance area 352.8 um2, Final Hold Viols 0, drt pass-1 iters 1, WL/cell 6.373 um, Die Area 0.006400 mm2, share of layout cells above drive strength 1 32.43%, Finished Layout Cells 83, via count 157, crit path capture LEDR[7], NetSw 0.01314 mW, Critical Path AT 2.79 ns, internal power 0.03456 mW, pin count of the biggest net entering global routing 3, initial drt markers 0, critical path required time 3.04 ns, DR vias/cell 1.892, Syn Inst Count 25, Top cells by area fa_1 (41%), buf_4 (38%), inv_1 (19%), Final HPWL DP 453.5 um, part of the power in the clock network 0%, Comb gate area 95.09 um2, Net Sw Frac 27.55%, HP Class in2out, DRC viols 0, Cell Area, Synth 196.4 um2, I/O pins 20, Top cell area share 40.76%, Seq cells 0, site row count 21, ordered cell list for the critical path dlygate4sd2_1 -> inv_2 -> fa_2 -> inv_2 -> fa_2 -> fa_2 -> inv_2 -> fa_1 -> inv_1 -> clkdlybuf4s50_1, Post-synth top cells buf_4 (10), inv_1 (10), fa_1 (4), area grow syn2layout 98.09%, Design Area, Final 389.1 um2, core footprint 0.003416 mm2, GRT met3 Usage 1.477%, Gate power share 100.0%, vias in the first global route 175, antenna cells 0, fmax 281.9 MHz, Leak 0.1800 nW, Port Buf Inserts 17, Log Warnings 33, layer carrying the most global-route usage met1, Setup CP Type in2out, Yosys Warn Count 2, GR Util met2 1.605%, Stages on worst setup path 10, met1 usage 1.805%, max-cap viol count 0, final setup vio count 0, WP buf/inv 6, die height 80 um, register share after synthesis 0%, Flop area 0 um2, pwr dens 122.6 mW/mm2, routability-driven placement congestion ratio 0.8168, crit path time final 3.547 ns, Syn Area/Cell 7.858 um2, startpoint types input pin, Setup TNS 0 ns, start point of the critical path SW[0], status complete, no violations, slowest CP cell clkdlybuf4s50_1, crit path max fanout 2, Final Cycle Share 93.34%, worst vdd ir 0.00004076 V, family with the most delay on the worst path adder cells, placed cells 79, Synth area leader fa_1, routed wire length 529 um, Worst setup EP type primary output, Netlist cell types 4, Total Routing Usage GR 1.392%, Die X 80 um, Fillers 406, Final ANT Viol Nets 0, sequential share of power 0%, Pre-Place Util 5.751%, initial antenna violation count 0, Hold-fix buffers, CTS 0
## cell type report
class / instances / area share, %
Inverter: 10 / 9.646
Multi-Input combinational cell: 6 / 24.44
Tap cell: 46 / 14.79
Timing Repair Buffer: 21 / 51.13
## power by group through the flow
stage | Combinational, mW | Clock (mW) | Sequential [mW]
6_report | 0.0477 | 0 | 0
5_1_grt | 0.0554 | 0 | 0
4_1_cts | 0.0457 | 0 | 0
## how the worst min path moves through the flow
stage,depth (start not counted),from,endpoint
CTS,5,SW[8],LEDR[0]
global route,5,SW[4],LEDR[0]
finish,5,SW[4],LEDR[0]
## routing by layer
| layer | vias to the layer above | routed length, um |
|---|---|---|
| met5 | - | 0 |
| met4 | 0 | 0 |
| met3 | 0 | 137 |
| met2 | 17 | 141 |
| met1 | 64 | 250 |
| li1 | 76 | - |
## layout by cell type, fill, tap and decap left out, drive strengths merged
cell type / Yosys / final
clkdlybuf4s50: 0 / 13
dlymetal6s2s: 0 / 1
conb: 1 / 2
fa: 4 / 4
buf: 10 / 4
inv: 10 / 10
dlygate4sd2: 0 / 3
## worst min-delay path: stages
cell and delay, ns:
dlymetal6s2s_1 0.13, inv_2 0.06, fa_2 0.18, inv_1 0.03
clkdlybuf4s50_1 0.40
## through the flow
step,total power [mW],worst slack (ns),hold slack (ns),utilization (%)
2_1_floorplan,0.02489,0.6411,1.737,-
3_3_place_gp,0.04406,-0.2797,2.565,10.33
3_5_place_dp,0.04411,-0.3013,2.570,10.33
4_1_cts,0.04569,0.002353,2.427,10.66
5_1_grt,0.05542,0.1401,2.367,11.39
6_report,0.04770,0.2533,2.313,11.39
## what timing repair did
| action | in CTS | in global routing |
|---|---|---|
| pin swaps | 3 | 3 |
| setup buffers | 1 | 3 |
| setup endpoints to repair | 2 | 2 |
| resized | 10 | 2 |
## logic make-up after synthesis
family / after synthesis / share of synthesized area [%]
other: 1 / 1.909
buffers and inverters: 20 / 57.33
adder cells (fa/ha/maj): 4 / 40.77
Power and IR drop assume default switching activity.
