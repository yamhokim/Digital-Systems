File: /design/flow/design.v
module hex_decoder(c, display);
	input logic [3:0] c;
	output logic [6:0] display;
	assign display[0] = (~c[3]&~c[2]&~c[1]&c[0]) | (~c[3]&c[2]&~c[1]&~c[0]) | (c[3]&~c[2]&c[1]&c[0]) | (c[3]&c[2]&~c[1]&c[0]);
	assign display[1] = (~c[3]&c[2]&~c[1]&c[0]) | (~c[3]&c[2]&c[1]&~c[0]) | (c[3]&~c[2]&c[1]&c[0]) | (c[3]&c[2]&~c[1]&~c[0]) | (c[3]&c[2]&c[1]&~c[0]) | (c[3]&c[2]&c[1]&c[0]); 
	assign display[2] = (~c[3]&~c[2]&c[1]&~c[0]) | (c[3]&c[2]&~c[1]&~c[0]) | (c[3]&c[2]&c[1]&~c[0]) | (c[3]&c[2]&c[1]&c[0]);
	assign display[3] = (~c[3]&~c[2]&~c[1]&c[0]) | (~c[3]&c[2]&~c[1]&~c[0]) | (~c[3]&c[2]&c[1]&c[0]) | (c[3]&~c[2]&~c[1]&c[0]) | (c[3]&~c[2]&c[1]&~c[0]) | (c[3]&c[2]&c[1]&c[0]);
	assign display[4] = (~c[3]&~c[2]&~c[1]&c[0]) | (~c[3]&~c[2]&c[1]&c[0]) | (~c[3]&c[2]&~c[1]&~c[0]) | (~c[3]&c[2]&~c[1]&c[0]) | (~c[3]&c[2]&c[1]&c[0]) | (c[3]&~c[2]&~c[1]&c[0]);
	assign display[5] = (~c[3]&~c[2]&~c[1]&c[0]) | (~c[3]&~c[2]&c[1]&~c[0]) | (~c[3]&~c[2]&c[1]&c[0]) | (~c[3]&c[2]&c[1]&c[0]) | (c[3]&c[2]&~c[1]&c[0]);
	assign display[6] = (~c[3]&~c[2]&~c[1]&~c[0]) | (~c[3]&~c[2]&~c[1]&c[0]) | (~c[3]&c[2]&c[1]&c[0]) | (c[3]&c[2]&~c[1]&~c[0]);
endmodule
File: /design/flow/constraint.sdc
current_design hex_decoder

set clk_period 1.0
set clk_io_pct 0.2

create_clock -name clk0 -period $clk_period

set non_clock_inputs [all_inputs -no_clocks]
set_input_delay [expr $clk_period * $clk_io_pct] -clock clk0 $non_clock_inputs
set_output_delay [expr $clk_period * $clk_io_pct] -clock clk0 [all_outputs]
File: /design/flow/run.sh
#!/bin/bash
# OpenROAD 26Q1-2900-gdf79404cd8, Yosys 0.63+post, stock flow scripts
make -C /OpenROAD-flow-scripts/flow DESIGN_CONFIG=/design/flow/config.mk WORK_HOME=/design/flow/orfs finish
File: /design/flow/config.mk
export PLATFORM = sky130hd
export DESIGN_NAME = hex_decoder
export DESIGN_NICKNAME = hex_decoder
export VERILOG_FILES = /design/flow/design.v
export SDC_FILE = /design/flow/constraint.sdc
export NUM_CORES = 4
export LEC_CHECK = 1
export CORE_AREA = 10 10 70 70
export DIE_AREA = 0 0 80 80
==> impl_metrics.tcl <==
# place-and-route summary
set metrics [dict create \
    hold_path.class "input pin to output pin" \
    yosys.area.top_type_share_pct 11.0 \
    crit_type "input pin to output pin" \
    port_buffers 11 \
    final_hold_viol_count 0 \
    p_sw_mw 0.111 \
    route.antenna.diode_count 0 \
    clkbuf_count 0 \
    final_antenna_net_count 0 \
    yosysCellCount 31 \
    crit_buf_inv 3 \
    grt_max_degree 9 \
    arrival_ns 0.94 \
    status "finished, violations left" \
    synth-adder-area-share_pct 0 \
    required_ns 0.80 \
    routed_wl_mm 1.07 \
    ys_warn_count 0 \
    p_leak_nw 0.279 \
    synth_cell_types 23 \
    fillCellCount 382 \
    die_h_microns 80 \
    ir_drop_uv 87.5 \
    synth_area_sq_um 205 \
    dp_hpwl_microns 627 \
    cts_hold_buf 0 \
    synthAoiAreaFrac_pct 50.0 \
    swShare_pct 41.0 \
    drv_cap 0 \
    fin_crit_ns 1.14 \
    rsz0062_at_grt "yes" \
    core_sq_mm 0.00342 \
    finalClockPeriodUsage_pct 114 \
    drive_gt1_share_pct 83.1 \
    yosysTopAreaCell "o31ai_1" \
    internal_power_mw 0.160 \
    violations "setup timing" \
    grt_usage_pct 3.00 \
    worst_pin_slew_ns 0.195 \
    routed_via_density 3.30 \
    first_iter_violations 17 \
    dpl.cell_count 91 \
    boundaryPins 11 \
    cp_max_fo 4 \
    min_from "c[1]" \
    die_x_microns 80 \
    avgRoutedWirePerCell_microns 10.2 \
    clkPwrFrac_pct 0 \
    startpoint_type "input pin" \
    report.final.slew_viol_count 0 \
    dr.pass1.iters 4 \
    slowest_stage "nor4b_4" \
    syn_inst 31 \
    path_cells "buf_8, buf_6, nor4b_4, a31oi_1, o31ai_1, buf_2" \
    design.seq.count 0 \
    gr-total-overflow 0 \
    setup_viol 7 \
    fin_cells 105 \
    synth.avg_cell_area_sq_um 6.62 \
    areaGrowthSynthToFinish_pct 219 \
    synth_seq_share_pct 0 \
    simple_gate_area_share_pct 28.7 \
    grt_pass1_wl_mm 1.61 \
    slew_headroom_pct 86.9 \
    gp_congestion 0.758 \
    ys_sh_mux_pct 0 \
    synth.logic.top_family "AND-OR/OR-AND gates" \
    yosys.area_share.xor_xnor_pct 4.27 \
    num_rows 21 \
    yosys_area_sq_um 205 \
    end_kind "output pin" \
    seq_area_sq_um 0 \
    synth.area.top_cells "o31ai_1, nand2b_4, a31oi_1" \
    cp_slowest_stage_delay_ns 0.25 \
    whs_ns 0.772 \
    path_delay_family "buffers and inverters" \
    warnings 34 \
    pwr-share-comb_pct 100.0 \
    holdPathStages 4 \
    fmax_mhz 874 \
    vias 346 \
    holdPathEnd "display[2]" \
    finalWorstSetupSlack_ns -0.144 \
    grt_pass1_vias 354 \
    powerDensity_mw_per_mm2 414 \
    drcViolationCount 0 \
    fp_util_pct 6.01 \
    antenna_found_initial 0 \
    die_area_sq_mm 0.00640 \
    dp_slack_ns -0.960 \
    p_seq_share_pct 0 \
]
[layout by cell type (no fill, tap or decap)]
master	Yosys	final
inv_1	2	2
o21ai_2	1	1
a31oi_4	0	1
buf_2	1	7
nand2b_4	1	2
nor3_2	0	1
a31oi_1	2	1
o21a_1	1	1
nand2_2	0	1
a21oi_2	0	1
inv_2	1	1
o21ai_4	0	1
o21ai_0	2	1
nor3_4	0	1
xnor2_1	1	1
o22ai_2	0	1
o31ai_2	0	2
o211ai_2	1	1
nor2_4	0	1
buf_6	1	11
o2bb2ai_4	0	1
nand3_2	0	1
buf_12	0	2
o31ai_1	3	1
buf_4	1	9
nand2_1	3	2
a22o_1	1	1
nor4b_4	0	1
buf_8	0	2
[layer usage]
layer / up-vias / track usage (%) / part of all wire (%)
met5: - / 0 / 0
met4: 0 / 0.176 / 0
met3: 0 / 1.36 / 10
met2: 11 / 3.93 / 41
met1: 163 / 4.49 / 49
li1: 172 / - / -
[metrics by stage]
step	power (mW)	cell area, sq um	utilization (%)	setup TNS, ns
global placement	0.160	394	11.5	-6.46
floorplan	0.0700	205	-	0
global route	0.292	654	19.2	-0.916
CTS	0.230	574	16.8	-0.753
detailed placement	0.162	394	11.5	-6.54
finish	0.271	654	19.2	-0.588
[logic make-up after synthesis]
kind of cell | after synthesis
compound gates | 14
xor+xnor | 1
buf+inv | 6
simple gates | 10
[tightest hold or removal path: stages]
cell	delay [ns]
buf_12	0.12
nand2b_4	0.08
o31ai_2	0.06
buf_2	0.10
[what timing repair did]
| item | 4_1_cts | 5_1_grt |
|---|---|---|
| buffers inserted | 11 | 4 |
| pin swaps | 10 | 3 |
| endpoints found under the setup margin | 7 | 6 |
| gates resized | 74 | 10 |
| cloned | 0 | 0 |
[layout make-up]
type / count / area (sq um) / share of cell area (%)
Tap cell: 46 / 57.6 / 8.80
Multi-Input combinational cell: 25 / 289 / 44.2
Inverter: 3 / 11.3 / 1.72
Timing Repair Buffer: 31 / 297 / 45.3
[worst max-delay path by stage]
stage / start / to / slack, ns / depth (start not counted)
6_report: c[2] / display[0] / -0.14 / 6
5_1_grt: c[2] / display[0] / -0.22 / 6
4_1_cts: c[3] / display[0] / -0.25 / 7
[power groups by stage]
stage                 clock [mW]  sequential, mW  combinational, mW
after CTS                      0               0              0.230
after global routing           0               0              0.292
final                          0               0              0.271
[synth_stat cells, drive strengths merged]
cell type,count
nor3,2
o2bb2ai,1
xnor2,1
o22ai,1
inv,3
a22o,1
o21ai,3
a31oi,2
nand2,3
o21a,1
nor4b,1
nand3,1
a21oi,1
nor2,1
o31ai,3
buf,3
nand2b,2
o211ai,1
Power and IR drop assume default switching activity.
